[flow/design.v]
module adder (A, B, C, D, E);
input A,B,C;
output E,D;
assign D = ( A & B ) |  ( C & ( A | B ) );
assign E = (A^B)^C;
endmodule
module addMod (A, B, E, clk, Reset);
input [8:0] A,B;
input clk, Reset;
output [9:0] E;
wire [9:0]D;
assign E[9] = D[8];
adder a(A[0],B[0],0,D[0],E[0]);
adder b(A[1],B[1],D[0],D[1],E[1]);
adder c(A[2],B[2],D[1],D[2],E[2]);
adder d(A[3],B[3],D[2],D[3],E[3]);
adder e(A[4],B[4],D[3],D[4],E[4]);
adder f(A[5],B[5],D[4],D[5],E[5]);
adder g(A[6],B[6],D[5],D[6],E[6]);
adder h(A[7],B[7],D[6],D[7],E[7]);
adder i(A[8],B[8],D[7],D[8],E[8]);
endmodule
[flow/run.sh]
#!/bin/bash
# OpenROAD 26Q1-2900-gdf79404cd8, Yosys 0.63+post, stock flow scripts
make -C /OpenROAD-flow-scripts/flow DESIGN_CONFIG=/design/flow/config.mk WORK_HOME=/design/flow/orfs finish
[flow/config.mk]
export PLATFORM = sky130hd
export DESIGN_NAME = addMod
export DESIGN_NICKNAME = addMod
export VERILOG_FILES = /design/flow/design.v
export SDC_FILE = /design/flow/constraint.sdc
export NUM_CORES = 4
export LEC_CHECK = 1
export CORE_AREA = 10 10 70 70
export DIE_AREA = 0 0 80 80
[flow/constraint.sdc]
current_design addMod

set clk_period 3.2
set clk_io_pct 0.2

create_clock -name clk0 -period $clk_period

set non_clock_inputs [all_inputs -no_clocks]
set_input_delay [expr $clk_period * $clk_io_pct] -clock clk0 $non_clock_inputs
set_output_delay [expr $clk_period * $clk_io_pct] -clock clk0 [all_outputs]
==> CHANGELOG.md <==
## Implementation

* Yosys chip area at roughly 280 um^2
* Largest net degree at the start of global routing at 2
* Worst setup EP type: primary output
* Post-CTS Setup Inserts at 0
* Worst vdd ir at approximately 0.000054 V
* Total Wirelength at between 800 and 900 um
* Syn avg cell area at around 10 um^2
* CP arrival at about 3700 ps
* Synth warn at 1
* Row cnt at 21
* Die Ht at 80 um
* CP Class: input port to primary output
* Worst hold path type: input port to primary output
* CP bufs+invs at 4
* Routed vias at roughly 230
* Total negative slack at -4040 ps
* CP top delay family: adder cells
* Cells after synthesis at 27
* Top logic family: adder cells
* Period utilization at 137%
* CP required at between 2000 and 3000 ps
* Core area at around 3400 um^2
* Aoi share at 0%
* Port bufs at 28
* Final worst slack at -1180 ps
* Fin. max-slew vios at 0
* First-pass GRT wire length at around 1300 um
* Worst hold path depth at 3
* Die boundary width at 80 um
* Setup WS pre-CTS at -1950 ps
* Grt ovf at 0
* Crit start category: input port
* Initial antenna violation count at 0
* Pwr dens at about 150 nW/um^2
* Critical Path Stages at 13
* Via density at 2.52
* Final Power at ~0.078 mW
* FF+latch area at 0 um^2
* Seq share, synth at 0%
* Ports at 30
* Final Hold Fails at 0
* Fin crit period at 4380 ps
* Hold-fix buffers, CTS at 0
* Pleak at ~0.22 nW
* Max_slew headroom at between 90% and 100%
* Ant diodes at 0
* Flop count at 0
* Fmax at around 230 MHz
* Final setup viols at 5
* Critical path cell sequence: buf_6 > ha_4 > fa_2 > fa_2 > fa_2 > fa_2 > fa_2 > fa_2 > inv_2 > fa_2 > fa_2 > inv_2 > buf_2
* CP peak stage delay at ~430 ps
* XORs/XNORs by Area at 0%
* DRC viols at 0
* Layout filler cell count at around 400
* Critical hold path startpoint: B[0]
* Die area at 6400 um^2
* CP max FO at 1
* DP HPWL at between 800 and 900 um
* Post-Syn Area at roughly 280 um^2
* RSZ-0062 raised after global routing: true
* Adder share at just over 60%
* Max Cap Violations at 0
* Global placement routability congestion at ~0.82
* Synth cell types at 4
* CP max-delay cell: fa_2
* Failing checks: setup timing
* Post-synthesis mux area share at 0%
* Simple-Gate Area Share at 0%
* Pre-Place Util at slightly above 8%
* # Cells Yosys at 27
* CP dominant cell by count: fa_2
* Worst slew pin tran at ~120 ps
* Area Growth Syn to Fin at 92.3%
* Clock buffer count at 0
* DR WL/cell at about 9 um
* Hold Slack at 1920 ps
* Layout cells sized above 1 at 48.9%
* Initial drt markers at 1
* Vias in the first global route at 267
* Gr usage total at between 2 and 3%
* Outcome: complete, but fails checks
* Post-route ant nets at 0
* Pre-Repair DR Iteration Count at 2
* Hold EP: E[0]
* Log Warnings at 37
cells by family (layout without fill, tap and decap cells):
kind of cell | after synthesis | in the layout
buf+inv | 18 | 36
fa+ha+maj | 9 | 9
repair_timing:
| item | 4_1_cts | 5_1_grt |
|---|---|---|
| pin swaps | 9 | 9 |
| gates resized | 37 | 4 |
| endpoints found under the setup margin | 8 | 6 |
layer usage:
layer | track usage (%) | vias up | part of all wire, %
met1 | 3.34 | 102 | 41
li1 | - | 100 | -
met2 | 2.89 | 27 | 28
met5 | 0 | - | 0
met3 | 2.73 | 0 | 31
met4 | 0 | 0 | 0
power by group:
| part | internal (mW) | leakage (nW) | switching (mW) | total (mW) |
|---|---|---|---|---|
| logic | 0.0534 | 0.215 | 0.0247 | 0.0781 |
| clock network | 0 | 0 | 0 | 0 |
| registers | 0 | 0 | 0 | 0 |
Yosys cell counts:
library cell / n / area share [%]
buf_4: 10 / 27
fa_1: 8 / 58
inv_1: 8 / 11
ha_1: 1 / 4.5
stage by stage:
stage / area [um^2] / utilization [%] / std cells
floorplan: 305 / - / 27
global placement: 568 / 16.6 / 91
detailed placement: 568 / 16.6 / 91
CTS: 544 / 15.9 / 91
global route: 534 / 15.6 / 91
finish: 534 / 15.6 / 91
worst max path at each step:
stage	startpoint	to	slack, ps
4_1_cts	B[0]	E[8]	-1400
5_1_grt	A[0]	E[8]	-1270
6_report	A[0]	E[8]	-1180
area by class of cell:
| type | count | area [um^2] | share of cell area [%] |
|---|---|---|---|
| Timing Repair Buffer | 28 | 241 | 45.2 |
| Tap cell | 46 | 57.6 | 10.8 |
| Multi-Input combinational cell | 9 | 205 | 38.4 |
| Inverter | 8 | 30.0 | 5.62 |
placed cells by master (no fill, tap or decap):
cell and n:
ha_4 1, inv_2 3, clkbuf_2 1, fa_2 8, inv_1 5, buf_6 2, dlygate4sd2_1 1, buf_2 7
clkdlybuf4s50_1 17
Power and IR drop assume default switching activity.
