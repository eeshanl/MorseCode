==> /design/flow/design.v <==
module DE1_SoC (CLOCK_50, HEX0, HEX1, HEX2, HEX3, HEX4, HEX5, KEY, SW); 
 input CLOCK_50;
 input  [3:3] KEY;
 input [9:9] SW;
 clock_divider cdiv (CLOCK_50, Clock); 
 wire [31:0] Clock; 
 parameter whichClock = 20; 
 output reg [0:6] HEX2, HEX3, HEX4, HEX5;
 output [0:6] HEX0, HEX1;
 assign HEX2 = 7'b1111111;
 assign HEX3 = 7'b1111111; 
 assign HEX4 = 7'b1111111;
 wire [5:0] dotORdash;
 wire IN, dot, dash;
	userInput length(.Clock(Clock[whichClock]), .IN(~KEY[3]), .dot, .dash, .dotORdash);
	morse code(.Clock(Clock[whichClock]), .reset(SW[9]), .dot, .dash, .D_1(HEX1), .D_0(HEX0));
	always @(dot or dash or dotORdash)
		if (dotORdash >= 6'b000110)
			HEX5 = ~(7'b1000000);
		else if(dotORdash >= 6'b000001 & dotORdash <= 6'b000101)
			HEX5 = ~(7'b1111111);
		else 
		   HEX5 = ~(7'b0000000);
 endmodule 
 module clock_divider (clock, divided_clocks); 
 input clock; 
 output [31:0] divided_clocks; 
 reg [31:0] divided_clocks; 
 initial 
 divided_clocks = 0; 
 always @(posedge clock) 
 divided_clocks = divided_clocks + 1; 
endmodule
==> /design/flow/run.sh <==
#!/bin/bash
# OpenROAD 26Q1-2900-gdf79404cd8, Yosys 0.63+post, stock flow scripts
make -C /OpenROAD-flow-scripts/flow DESIGN_CONFIG=/design/flow/config.mk WORK_HOME=/design/flow/orfs finish
==> /design/flow/config.mk <==
export PLATFORM = sky130hd
export DESIGN_NAME = clock_divider
export DESIGN_NICKNAME = clock_divider
export VERILOG_FILES = /design/flow/design.v
export SDC_FILE = /design/flow/constraint.sdc
export NUM_CORES = 4
export LEC_CHECK = 1
export CORE_AREA = 10 10 91 91
export DIE_AREA = 0 0 101 101
==> /design/flow/constraint.sdc <==
current_design clock_divider

set clk_period 5.4
set clk_io_pct 0.2

create_clock -name clk0 -period $clk_period [get_ports {clock}]

set non_clock_inputs [all_inputs -no_clocks]
set_input_delay [expr $clk_period * $clk_io_pct] -clock clk0 $non_clock_inputs
set_output_delay [expr $clk_period * $clk_io_pct] -clock clk0 [all_outputs]
==> impl_metrics.csv <==
group,metric,value,unit
status,status,"completed",
detailed_routing,wl_per_cell,11.87,um
synthesis,simple_gate_share,27.23,%
timing,maxSlewHeadroom,60.13,%
timing,drv_slew,0,
timing,setup_viol,0,
synthesis,logic_family,"simple AND/OR/NAND/NOR gates",
die,core_area,6350,um2
detailed_routing,antenna_left,0,
critical_path,crit_chain,"clkdlybuf4s50_1",
pwr,total_leakage_power,0.7137,nW
synthesis,synth_warnings,1,
detailed_routing,via_count,952,
timing,rsz0062_at_grt,"false",
synthesis,synth_area_per_cell,10.38,um2
hold_path,holdCritPathClass,"reg2reg",
detailed_routing,drtIter0Drc,11,
global_routing,grt_pass1_wl,4781,um
synthesis,top_area_share,48.58,%
global_routing,grt_usage,5.733,%
detailed_routing,dr.pass1.iters,2,
die,fp-utilization,20.77,%
die,dieWidth,101,um
timing,setup_ws,3.098,ns
synthesis,synthesis.area,1319,um2
critical_path,startpoint_type,"flop",
critical_path,crit_required,4.32,ns
critical_path,crit_fanout,6,
critical_path,cp_top_family,"buffers and inverters",
clock_network,cts_inserted_buffers,5,
critical_path,endpoint_kind,"output pin",
place,hpwl,2073,um
die,die_h,101,um
clock_network,cts_resized,0,
layout,largest_reg_flops,32,
synthesis,yosys_area,1319,um2
synthesis,ys_seq_share,48.58,%
pwr,pwr_density_cell,254.5,nW/um2
layout,area_growth,37.86,%
synthesis,ys_types,24,
synthesis,top_area_cell,"dfxtp_1",
detailed_routing,insertedDiodeCount,0,
critical_path,worst-path-buf-inv,1,
place,finalWeightedCongestion,0.7664,
timing,fin_crit,2.302,ns
flow_run,cap_violations,0,
detailed_routing,routed_via_density,3.967,
clock_network,ctsHoldBuffers,0,
timing,clock.fmax,0.4345,GHz
pwr,p_total,0.4626,mW
flow_run,warnings,25,
timing,period_used_share,42.62,%
synthesis,adder_share,0.9488,%
die,rows,29,
clock_network,post_cts.repair.setup_buffers,0,
critical_path,slowest_stage,"clkdlybuf4s50_1",
clock_network,clk_latency,0.29,ns
pwr,peakVddDrop,0.1385,mV
synthesis,ys_cells,127,
detailed_routing,wl,2849,um
timing,tightest_slew,0.5964,ns
clock_network,cts_sinks,32,
clock_network,clk_pin_slew,0.07,ns
clock_network,tritoncts,"yes",
global_routing,grt_max_degree,12,
global_routing,antenna_found_initial,0,
clock_network,cts_buffer_depth,2,
global_routing,grt_pass1_vias,948,
place,portBuffers,32,
global_routing,grt_remaining_overflow,0,
synthesis,area_leaders,"dfxtp_1, xor2_1, xnor2_1, nor4_2, nand3_1",
synthesis,synthCells,127,
critical_path,cp.arrival,1.22,ns
timing,clock_skew,0.01054,ns
synthesis,yosys.area_share.xor_xnor,19.92,%
detailed_routing,drc,0,
die,io_pins,33,
synthesis,synthAoiAreaFrac,0,%
place,pre_cts_slack,3.401,ns
clock_network,cts-htree-levels,2,
die,chip_area,10200,um2
critical_path,max_stage_delay,0.51,ns
critical_path,path_class,"reg2out",
timing,finalHoldViolations,0,
layout,drive_above_1_share,10.43,%
timing,fin_setup_tns,0,ns
synthesis,ys_sh_mux,0,%
synthesis,ys_ff,32,
clock_network,root_buffer,"clkbuf_8",
layout,lay_top_cells,"dfxtp_1, clkdlybuf4s50_1, xor2_1",
[Yosys cell counts]
master    count
dfxtp_1      32
or2_2         1
or3_1         1
nand2b_1      1
buf_1         1
nor3_1        4
xnor2_1      10
buf_2         2
buf_6         1
or3_4         1
and4_1        4
nor4_2        5
nor4_1        4
nand2_1       9
ha_1          1
xor2_1       20
nor4_4        1
nand4_1       3
nor3b_1       1
and3_1        2
nand3_1      10
inv_1         5
nand3_2       2
nor2_1        6
[layout make-up]
cell class	count	area, um2
Timing Repair Buffer	32	320.3
Clock inverter	2	35.03
Inverter	5	18.77
Multi-Input combinational cell	86	634.4
Clock buffer	6	72.57
Sequential cell	32	640.6
Fill cell	636	4532
Tap cell	77	96.34
[metal layers]
layer | vias up | GRT usage (%) | share of wire [%]
met1 | 417 | 7.235 | 43
met5 | - | 0 | 0
met3 | 6 | 3.326 | 12
met2 | 26 | 8.501 | 44
li1 | 503 | - | -
met4 | 0 | 0.8574 | 1.4
[report_power, final]
part | switching [mW] | internal [mW]
sequential | 0 | 0.236
combinational | 0 | 0
clock | 0.0899 | 0.137
total | 0.0899 | 0.373
[kinds of logic (layout without fill, tap and decap cells)]
family	Yosys count	in the layout
flip-flops	32	32
adder cells (fa/ha/maj)	1	1
AND/OR/NAND/NOR	55	55
XOR/XNOR	30	30
buffers and inverters	9	45
[per-stage QoR]
stage | instance area, um2 | hold WS [ns] | utilization, % | instances
global route | 1818 | 0.4622 | 28.63 | 240
global placement | 1710 | 0.4210 | 26.94 | 232
CTS | 1818 | 0.4418 | 28.63 | 240
finish | 1818 | 0.4375 | 28.63 | 240
floorplan | 1319 | 0.3943 | - | 127
detailed placement | 1710 | 0.4254 | 26.94 | 232
[final timing paths]
check                           depth (start not counted)  slack [ns]                  to               from
worst min-delay path                                    1        0.44   divided_clocks[0]  divided_clocks[0]
worst min register to register                          1        0.44   divided_clocks[0]  divided_clocks[0]
worst max-delay path                                    1        3.10   divided_clocks[2]  divided_clocks[2]
worst max register to register                          5        3.52  divided_clocks[24]  divided_clocks[0]
Power is estimated from default activity; no workload was simulated.
