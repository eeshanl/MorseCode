[/design/flow/run.sh]
#!/bin/bash
# OpenROAD 26Q1-2900-gdf79404cd8, Yosys 0.63+post, stock flow scripts
make -C /OpenROAD-flow-scripts/flow DESIGN_CONFIG=/design/flow/config.mk WORK_HOME=/design/flow/orfs finish
[/design/flow/config.mk]
export PLATFORM = sky130hd
export DESIGN_NAME = LFSR
export DESIGN_NICKNAME = LFSR
export VERILOG_FILES = /design/flow/design.v
export SDC_FILE = /design/flow/constraint.sdc
export NUM_CORES = 4
export LEC_CHECK = 1
export CORE_AREA = 10 10 70 70
export DIE_AREA = 0 0 80 80
[/design/flow/constraint.sdc]
current_design LFSR

set clk_period 1.2
set clk_io_pct 0.2

create_clock -name clk0 -period $clk_period [get_ports {Clock}]

set non_clock_inputs [all_inputs -no_clocks]
set_input_delay [expr $clk_period * $clk_io_pct] -clock clk0 $non_clock_inputs
set_output_delay [expr $clk_period * $clk_io_pct] -clock clk0 [all_outputs]
[/design/flow/design.v]
module LFSR (Clock, Reset, Q);
input Clock, Reset;
output [9:1]Q;
wire P;
assign P = Q[5] ^~ Q[9];
FF one (Q[1], P, Reset, Clock);
FF two (Q[2], Q[1], Reset, Clock);
FF three (Q[3], Q[2], Reset, Clock);
FF four (Q[4], Q[3], Reset, Clock);
FF five (Q[5], Q[4], Reset, Clock);
FF six (Q[6], Q[5], Reset, Clock);
FF seven (Q[7], Q[6], Reset, Clock);
FF eight (Q[8], Q[7], Reset, Clock);
FF nine (Q[9], Q[8], Reset, Clock);
endmodule
module FF (Q, D, Reset, clk);
output Q;
input D, Reset, clk;
reg Q;
always @(posedge clk or posedge Reset)
if (Reset)
Q = 0;
else
Q = D;
endmodule
==> results.toml <==
# synthesis and place-and-route metrics
[sta]
slew_viol_final = 0
slew_headroom_pct = 78.7
worst_pin_slew_ns = 0.320
hold_viol_final = 0
setup_viol = 0
fmax_ghz = 0.881
rsz0062_at_grt = "false"
period_minus_slack_ns = 1.14
post-route-period-util_pct = 94.6
skew_ns = 0.00240
fin_setup_tns_ns = 0

[floorplanning]
fp.dieW_um = 80
io_pins = 11
core-area_mm2 = 0.00342
fp.dieH_um = 80
dieArea_mm2 = 0.00640
rows = 21
fp_util_pct = 8.94

[critical_path]
crit_slowest_cell = "dfrtp_1"
path_max_fanout = 2
critPathMaxStageDelay_ns = 0.38
arrival_ns = 0.90
crit_family = "flip-flops"
crit_path_end_kind = "primary output"
crit_path_start_kind = "register"
cp_cell_sequence = "dlygate4sd2_1"
path_buffers = 1
worstPathRequired_ns = 0.96
crit_type = "register to primary output"

[power]
peakVddDrop_mv = 0.555
p_per_area_mw_per_mm2 = 1200
p_leak_nw = 0.208

[finish]
fill_cells = 395
fin_util_pct = 13.1
area_growth_pct = 46.7
drive_above_1_share_pct = 26.7

[detailed_routing]
wl_per_cell_um = 8.11
n_antenna_cell = 0
drtIter0Drc = 3
first_pass_iters = 2
drc = 0
vias_per_cell = 2.14
vias = 163
ant_nets = 0
drt_wl_total_um = 616

[clock_network]
cts_tree = "built"
clock-sinks = 9
cts_made_buffers = 3
clk_pin_slew_ns = 0.06
root_buffer = "clkbuf_4"
worst_skew_pair.late_latency_ns = 0.26
cts_buffer_depth = 2
cts_hold_buffers = 0
h-tree-depth = 1

[status]
status = "finished, final reports clean"

[synthesis]
async_reset_ff_share_pct = 100
yosys-stat-cells = 20
synthTopCellsByCount = "buf_4, dfrtp_1, inv_1, xnor2_1"
avgSynthCellArea_um2 = 15.3
ff_type = "dfrtp_1"
synth_cell_types = 4
edf_count = 0
syn_inst = 20
yosys_warnings = 1
yosys-stat-area_um2 = 305
syn_area_um2 = 305
top_area_cell = "dfrtp_1"
synth.area.top_cells = "dfrtp_1, buf_4, xnor2_1"
synth_seq_share_pct = 73.8
netlist.area_leader.share_pct = 73.8
ys_ff = 9

[run]
warnings = 25
max_cap_violations = 0

[place]
gp_congestion = 0.688
place.detailed.hpwl_um = 441
io_buffers = 10

[grt]
grt_pass1_wl_um = 972
grt_start_max_net_pins = 10
antenna_found_initial = 0
grt.total_usage_pct = 2.00
first_global_vias = 185
overflow = 0

[hold_path]
hold_path.class = "input port to asynchronous set/reset pin"
[state kept, by name, indices dropped and copies added (netlist names)]
register and cells:
nine.Q 1, one.Q 1, four.Q 1, two.Q 1
five.Q 1, seven.Q 1, three.Q 1, six.Q 1
eight.Q 1
[cell usage in the layout (no fill, tap or decap), drive strengths merged]
cell,count
dfrtp,9
dlygate4sd2,9
buf,5
clkbuf,4
inv,1
xnor2,1
clkdlybuf4s50,1
[layer usage]
| metal | vias to the layer above | share of wire (%) | GRT usage (%) |
|---|---|---|---|
| met5 | - | 0 | 0 |
| met4 | 0 | 0 | 0.352 |
| met3 | 0 | 16 | 1.82 |
| met2 | 15 | 23 | 1.77 |
| met1 | 77 | 61 | 3.11 |
| li1 | 71 | - | - |
[where the power goes]
| part | internal, mW | total (mW) | leakage, nW | switching [mW] |
|---|---|---|---|---|
| logic | 0.00304 | 0.00866 | 0.0852 | 0.00562 |
| registers | 0.304 | 0.304 | 0.108 | 0 |
| clock network | 0.128 | 0.228 | 0.0150 | 0.0998 |
| total | 0.434 | 0.540 | 0.208 | 0.105 |
[metrics by stage]
| step | setup slack [ns] | power (mW) | hold WS [ns] | std cells | cell area [um^2] |
|---|---|---|---|---|---|
| 2_1_floorplan | 0.465 | 0.314 | 0.0679 | 20 | 305 |
| 3_3_place_gp | 0.0952 | 0.318 | 0.360 | 67 | 395 |
| 3_5_place_dp | 0.0890 | 0.318 | 0.362 | 67 | 395 |
| 4_1_cts | 0.0460 | 0.555 | 0.237 | 76 | 448 |
| 5_1_grt | 0.00273 | 0.575 | 0.240 | 76 | 448 |
| 6_report | 0.0645 | 0.540 | 0.233 | 76 | 448 |
[cell type report]
cell class	instances	area (um^2)	area share, %
repair buffers	15	126	28.2
clock buffers	4	26.3	5.87
flip-flops and latches	9	225	50.3
well taps	46	57.6	12.8
inverters	1	3.75	0.838
multi-input cells	1	8.76	1.96
[path summary, 6_finish.rpt]
path | start | to | slack, ns | cells past startpoint
setup / recovery | five.Q | Q[5] | 0.06 | 1
hold / removal | Reset | one.Q | 0.23 | 2
setup reg to reg | nine.Q | one.Q | 0.41 | 2
hold reg to reg | three.Q | four.Q | 0.37 | 0
max in group asynchronous | Reset | five.Q | 0.73 | 2
min in group clk0 | three.Q | four.Q | 0.37 | 0
[cells by family after synthesis]
group	synth area share (%)
buf+inv	23.4
flops	73.8
xor+xnor	2.87
[what timing repair did]
item                                    CTS  global route
endpoints found under the setup margin    9             0
buffers inserted                          5             0
gates resized                             9             0
No activity file was given, so power comes from the tool's default toggle rates.
